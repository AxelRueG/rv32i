[flow/design.v]
`timescale 1ps/1ps`
module CSR (
    input [31:0] instr,
    input [15:0] ram_addr,
    input [15:0] rom_addr,  
    output reg [1:0] op_m,  
    output reg [31:0] addr_o,
    input wire key,
    input wire clk,
    input wire csr_w,
    input [11:0] csr,
    input [31:0] wd,
    output reg [31:0] rd
);
    reg [31:0] mstatus = 32'h00000000;  
    reg [31:0] fflags = 32'h00000000;   
    reg [31:0] frm = 32'h00000000;      
    reg [31:0] fcsr = 32'h00000000;     
    reg [31:0] mie = 32'h00000000;      
    reg [31:0] mtvec = 32'h00000000;    
    reg [31:0] mscratch = 32'h00000000; 
    reg [31:0] mepc = 32'h00000000;     
    reg [31:0] mcause = 32'h00000000;   
    reg [31:0] s_rd = 32'h00000000;     
    parameter ADDR_mstatus = 12'h000;
    parameter ADDR_fflags = 12'h001;
    parameter ADDR_frm = 12'h002;
    parameter ADDR_fcsr = 12'h003;
    parameter ADDR_mie = 12'h004;
    parameter ADDR_mtvec = 12'h005;
    parameter ADDR_mscratch = 12'h040;
    parameter ADDR_mepc = 12'h041;
    parameter ADDR_mcause = 12'h042;
    parameter ROM_MAX_ADDR = 508;
    reg [6:0] ope_code;
    reg en_mepc_excep;
    always @(*) begin
        en_mepc_excep = 0;
        op_m = 2'b00;
        addr_o = 32'bx;
        ope_code = instr[6:0];
        if (mstatus) begin
            if (
                ope_code != 3   &&
                ope_code != 19  &&
                ope_code != 35  &&
                ope_code != 51  &&
                ope_code != 99  &&
                ope_code != 111 &&
                ope_code != 115
            ) begin  
                op_m = 2'b11;
                addr_o = mtvec;
                mcause = 2;  
                en_mepc_excep = 1;
            end 
            if ((ope_code == 3 || ope_code == 35) && 
                ($signed(ram_addr) < 0 || ram_addr > 16'h007c )) 
            begin
                op_m = 2'b11;
                addr_o = mtvec;
                mcause = 4;  
                en_mepc_excep = 1;
            end 
            if (rom_addr > ROM_MAX_ADDR) begin
                op_m = 2'b11;
                addr_o = mtvec;
                mcause = 0;  
                en_mepc_excep = 1;
            end 
            if (instr[14:12] == 3'b000 && csr == ADDR_fflags && ope_code == 115) begin
                op_m = 2'b11;
                addr_o = mtvec;
                mcause = 0;
                en_mepc_excep = 1;
            end 
            if (instr[14:12] == 3'b000 && csr == ADDR_frm && ope_code == 115) begin
                op_m = 2'b11;
                addr_o = mepc;
                mcause = 0;
            end
            if (mie != 32'b0 && key == 1) begin
                op_m = 2'b11;
                addr_o = mtvec;
                mcause = 32'h0000000b;  
                en_mepc_excep = 1;
                #10
                op_m = 2'b00;
            end
        end
        case (csr)
            ADDR_mstatus:  rd = mstatus; 
            ADDR_fflags:   rd = fflags; 
            ADDR_frm:      rd = frm; 
            ADDR_fcsr:     rd = fcsr; 
            ADDR_mie:      rd = mie; 
            ADDR_mtvec:    rd = mtvec; 
            ADDR_mscratch: rd = mscratch; 
            ADDR_mepc:     rd = mepc; 
            ADDR_mcause:   rd = mcause; 
            default: rd = 32'bx; 
        endcase
    end
    always @(negedge(clk))
    begin
        if (en_mepc_excep) begin
            mepc = rom_addr;
        end
    end
    always @(posedge clk)
    begin
        if (csr_w) begin
            case (csr)
                ADDR_mstatus:  mstatus = wd; 
                ADDR_fflags:   fflags = wd; 
                ADDR_frm:      frm = wd; 
                ADDR_fcsr:     fcsr = wd; 
                ADDR_mie:      mie = wd; 
                ADDR_mtvec:    mtvec = wd; 
                ADDR_mscratch: mscratch = wd; 
                ADDR_mepc:     mepc = wd; 
                ADDR_mcause:   mcause = wd; 
            endcase
        end
    end
endmodule
[flow/config.mk]
export PLATFORM = sky130hd
export DESIGN_NAME = CSR
export DESIGN_NICKNAME = CSR
export VERILOG_FILES = /design/flow/design.v
export SDC_FILE = /design/flow/constraint.sdc
export NUM_CORES = 4
export LEC_CHECK = 1
export CORE_UTILIZATION = 50
[flow/constraint.sdc]
current_design CSR

set clk_period 9.4
set clk_io_pct 0.2

create_clock -name clk0 -period $clk_period [get_ports {clk}]

set non_clock_inputs [all_inputs -no_clocks]
set_input_delay [expr $clk_period * $clk_io_pct] -clock clk0 $non_clock_inputs
set_output_delay [expr $clk_period * $clk_io_pct] -clock clk0 [all_outputs]
[flow/run.sh]
#!/bin/bash
# OpenROAD 26Q1-2900-gdf79404cd8, Yosys 0.63+post, stock flow scripts
make -C /OpenROAD-flow-scripts/flow DESIGN_CONFIG=/design/flow/config.mk WORK_HOME=/design/flow/orfs finish
==> run_results.csv <==
group,metric,value,unit
yosys,simple_gate_share,10.0,%
yosys,synthFlopType,"edfxtp_1",
yosys,ys_ff,256,
yosys,mux_area_share,5.32,%
yosys,yosysSeqAreaShare,72.3,%
status,lastStage,"synthesis (1_2_yosys)",
yosys,ys_types,58,
yosys,ys_area,10600,um^2
yosys,yosysCellCount,678,
yosys,top_logic_kind,"AND-OR/OR-AND gates",
yosys,synth-edff-count,256,
yosys,adder_share,0,%
yosys,ys_sh_aoi,10.6,%
yosys,async_flop_share,0,%
yosys,ys_warn_count,1,
yosys,ys_sh_xor,0,%
status,error,"ERROR: Found 16 problems in 'check -assert'.",
status,status,"did not finish",
cell usage after synthesis (15+ instances only):
cell	number	area (um^2)
a221oi_1	17	149
o2bb2ai_1	17	149
nand2_1	27	101
edfxtp_1	256	7690
and2_1	21	131
nand4_1	19	119
clkbuf_1	34	128
mux2_2	28	315
nand3b_1	15	113
nor2_1	25	93.8
a22oi_1	25	188
nor4_1	22	138
a21oi_1	31	155
cell families after synthesis:
kind of cell / Yosys count
flip-flops: 256
AND/OR/NAND/NOR: 181
AND-OR/OR-AND: 150
multiplexers: 46
buffers and inverters: 45
